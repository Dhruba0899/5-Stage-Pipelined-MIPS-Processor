==> design/flow/design.v <==
module HazardUnit(
    input [4:0] ID_EX_RegisterRt,
    input [4:0] IF_ID_RegisterRs,
    input [4:0] IF_ID_RegisterRt,
    input MemRead_ID,
    output reg Stall
    );
    always @(*) begin
    if (MemRead_ID && ((ID_EX_RegisterRt == IF_ID_RegisterRs) || (ID_EX_RegisterRt == IF_ID_RegisterRt))) begin
        Stall = 1;
    end else begin
        Stall = 0;
    end
end
endmodule
==> design/flow/run.sh <==
#!/bin/bash
# OpenROAD 26Q1-2900-gdf79404cd8, Yosys 0.63+post, stock flow scripts
make -C /OpenROAD-flow-scripts/flow DESIGN_CONFIG=/design/flow/config.mk WORK_HOME=/design/flow/orfs finish
==> design/flow/config.mk <==
export PLATFORM = sky130hd
export DESIGN_NAME = HazardUnit
export DESIGN_NICKNAME = HazardUnit
export VERILOG_FILES = /design/flow/design.v
export SDC_FILE = /design/flow/constraint.sdc
export NUM_CORES = 4
export LEC_CHECK = 1
export CORE_AREA = 10 10 70 70
export DIE_AREA = 0 0 80 80
==> design/flow/constraint.sdc <==
current_design HazardUnit

set clk_period 1.5
set clk_io_pct 0.2

create_clock -name clk0 -period $clk_period

set non_clock_inputs [all_inputs -no_clocks]
set_input_delay [expr $clk_period * $clk_io_pct] -clock clk0 $non_clock_inputs
set_output_delay [expr $clk_period * $clk_io_pct] -clock clk0 [all_outputs]
==> run summary <==
run results: Final ANT Viol Nets=0, maximum vdd ir drop=between 20 and 30 uV, CP delay by family, top=buffers and inverters, fin cells=79, die area=6400 sq um, final hold slack=1.02 ns, unrepaired setup endpoints after global routing=false, # IOs=17, vias in the first global route=160, Storage cell area=0 sq um, Tot GR Track Use=1.62%, Post-Place Cells=a little under 80, setup violators final=0, max frequency=approximately 0.72 GHz, area leader, netlist=xnor2_1, core area=3420 sq um, setup_tns=0 ns, post-DP HPWL=547 microns, Hold EP=Stall, Startpoint Class=input pin, routed wire length=around 600 microns, WP data required=~1.2 ns, Die Ht=80 microns, vias post-DR=166, drt pass-1 iters=2, Slowest Stage Delay on Critical Path=~0.48 ns, fill cell count=between 300 and 400, Yosys Chip Area=114 sq um, hold path start=IF_ID_RegisterRt[0], first-pass GRT wire length=roughly 860 microns, Slew Viols, Final=0, 1st-iter DRT viols=1, Placer Congestion=0.823, Syn-to-layout area delta=218%, CP Capture Type=primary output, total power draw=0.0785 mW, Post-synth area hogs=xnor2_1, nand4_1, nand2_1, ys cells=15, DR WL/cell=7.42 microns, largest net degree at the start of global routing=3, Seq share, synth=0%, site row count=21, # hold bufs at CTS=0, share of cells above drive strength 1=18.2%, GRT overflow=0, status=completed, initial antenna violation count=0, Avg Inst Size Synth=7.59 sq um, sequential cell count=0, unique cell type count in the Yosys netlist=4, Slowest-stage cell, CP=clkdlybuf4s50_1, Hold Fails Final Rpt=0, die width=80 microns, Syn Inst Count=15, crit path kind=input pin to primary output, Period minus WS final=1.39 ns, PwrDens=approximately 220 nW/um^2, Crit path depth=4, Leak=0.149 nW, Worst Path Buf+Inv=2, critical-path cell list=clkdlybuf4s50_1 -> nand2_1 -> o22ai_1 -> buf_2, Slew HR=between 80% and 90%, port bufs=17, max-cap viol count=0, final period utilization=93.0%, Synth warnings=1, count of clock buffers in the final design=0, hold path depth=5, Critical Path AT=1.09 ns, Worst-Margin Slew=0.182 ns, fp util=3.33%, Hold WC Path Type=input pin to primary output, tally of OpenROAD warnings=32, Antenna diodes=0, synthesized cell area=114 sq um, Residual DRC=0, vias per cell=2.10, top cell type's share of synthesized area=between 70% and 80%, crit path max fanout=2
-- how the worst max path moves through the flow --
| stage | from | endpoint | slack (ns) |
|---|---|---|---|
| 4_1_cts | IF_ID_RegisterRt[0] | Stall | 0.04 |
| 6_report | MemRead_ID | Stall | 0.11 |
| 5_1_grt | IF_ID_RegisterRs[3] | Stall | 0.004 |
-- per-stage QoR --
stage               cell area, sq um  utilization, %  worst slack (ns)
detailed placement               349            10.2            -0.547
floorplan                        114               -             0.559
global placement                 349            10.2            -0.538
CTS                              334            9.78            0.0360
global route                     362            10.6           0.00416
finish                           362            10.6             0.105
-- worst min-delay path: stages --
cell and delay, ns:
dlymetal6s2s_1 0.12, xnor2_2 0.08, nand2_1 0.05, o22ai_1 0.06, buf_2 0.11
-- Yosys cell counts (all sizes together) --
| cell type | number |
|---|---|
| xnor2 | 10 |
| nand2 | 2 |
| nand4 | 2 |
| o22ai | 1 |
-- layout make-up --
class / instances / area [sq um] / area share [%]
repair buffers: 18 / 160 / 44.3
multi-input cells: 15 / 144 / 39.8
well taps: 46 / 57.6 / 15.9
-- layer usage --
| layer | up-vias | track usage (%) | part of all wire, % |
|---|---|---|---|
| met2 | 11 | 2.49 | 40 |
| met3 | 0 | 0.568 | 12 |
| met1 | 66 | 2.24 | 47 |
| met4 | 0 | 0 | 0 |
| li1 | 89 | - | - |
| met5 | - | 0 | 0 |
-- report_power, final --
group / leakage, nW / switching, mW / total, mW / internal, mW
Sequential: 0 / 0 / 0 / 0
Clock: 0 / 0 / 0 / 0
Combinational: 0.149 / 0.0271 / 0.0785 / 0.0514
Total: 0.149 / 0.0271 / 0.0785 / 0.0514
-- cell families after synthesis --
logic type,synth area share (%)
AND-OR/OR-AND,5.50
XOR/XNOR,76.9
AND/OR/NAND/NOR,17.6
-- cells in the final DEF (no fill, tap or decap), drive strengths merged --
master,n
buf,2
o22ai,1
dlygate4sd2,12
clkdlybuf4s15,2
nand4,2
clkdlybuf4s50,1
xnor2,10
nand2,2
dlymetal6s2s,1
-- repair_timing --
action	CTS	global route
endpoints found under the setup margin	1	1
resized	18	6
buffers inserted	0	0
pin swaps	13	6
Power figures rest on the tool's default switching activity, not on a simulated workload.
