===== ./design.v =====
module InstructionMemory(
    input [31:0] PC,
    input reset,
    output [31:0] Instruction_Code 
    );
    reg [7:0] mem[36:0];
    assign Instruction_Code = {mem[PC], mem[PC+1],mem[PC+2],mem[PC+3]};
    always @(reset) begin
        if(reset == 0) begin
            mem[0]= 8'h8C; mem[1] = 8'h01; mem[2] = 8'h00; mem[3] = 8'h00;  
            mem[4] = 8'h8C; mem[5] = 8'h02; mem[6] = 8'h00; mem[7] = 8'h01;  
            mem[8] = 8'h00; mem[9] = 8'h22; mem[10] = 8'h08; mem[11] = 8'h18;  
            mem[12] = 8'h08; mem[13] = 8'h00; mem[14] = 8'h00; mem[15] = 8'h05;  
            mem[16] = 8'h00; mem[17] = 8'h22; mem[18] = 8'h10; mem[19] = 8'h18;  
            mem[20] = 8'h04; mem[21] = 8'h26; mem[22] = 8'h00; mem[23] = 8'h03;  
            mem[24] = 8'hAC; mem[25] = 8'h06; mem[26] = 8'h00; mem[27] = 8'h04;  
           end
          end
endmodule

===== ./config.mk =====
export PLATFORM = sky130hd
export DESIGN_NAME = InstructionMemory
export DESIGN_NICKNAME = InstructionMemory
export VERILOG_FILES = /design/flow/design.v
export SDC_FILE = /design/flow/constraint.sdc
export NUM_CORES = 4
export LEC_CHECK = 1
export CORE_AREA = 10 10 105 105
export DIE_AREA = 0 0 115 115

===== ./constraint.sdc =====
current_design InstructionMemory

set clk_period 4.7
set clk_io_pct 0.2

create_clock -name clk0 -period $clk_period

set non_clock_inputs [all_inputs -no_clocks]
set_input_delay [expr $clk_period * $clk_io_pct] -clock clk0 $non_clock_inputs
set_output_delay [expr $clk_period * $clk_io_pct] -clock clk0 [all_outputs]

===== ./run.sh =====
#!/bin/bash
# OpenROAD 26Q1-2900-gdf79404cd8, Yosys 0.63+post, stock flow scripts
make -C /OpenROAD-flow-scripts/flow DESIGN_CONFIG=/design/flow/config.mk WORK_HOME=/design/flow/orfs finish

==> results.txt <==
Main metrics from the flow reports.

The time the worst path needs with I/O delays and setup is between 4000 and 5000 ps. The wire length of the first global-routing pass came out at 11,300 um. The global-route congestion overflow total is 0. The final timing summary puts the cycle share of the worst path at between 90% and 100%.

The Yosys warning count came out at about 74. The number of top-level design ports came out at 65. Per the OpenROAD floorplan log, the area of the core is roughly 0.009 mm^2.

The number of endpoints with negative hold slack in the final report is 0. The buffer_ports step reported a buffer count of 34. The count of buffer and inverter cells on the critical path came out at 3. The summed negative setup slack over all endpoints is 0 ps. The library cells used most frequently in the layout, excluding fill and tap cells, are 33 x clkdlybuf4s50_1, 30 x a21oi_1, 25 x nand2_1, 25 x nor2_1, 23 x buf_4.

Dividing total power by cell area gives a power density of 103 mW/mm^2. Per the detail_route report, the via count comes to about 2,400. The number of cells in the finished layout apart from fillers came out at roughly 440.

The maximum fanout along the worst path is 5. The category of the most critical setup path is input port to primary output. The pin closest to its max-slew limit shows a slew of 543 ps.

The remaining number of nets flagged by the antenna check after routing came out at 0. The smallest hold slack came out at between 2000 and 3000 ps. The maximum frequency from static timing analysis came out at approximately 220 MHz. The worst setup path startpoint is PC[1]. Following the worst setup path forward leads to its endpoint at Instruction_Code[2]. The chip area came out at approximately 0.013 mm^2.

The initial antenna violation count is 0. The post-synthesis cell type count is roughly 69. The worst hold path belongs to the class input port to primary output. The worst setup path is captured at a primary output. The post-CTS setup buffer count came out at 0. Per STA, the worst path accumulates the most delay in the family buffers and inverters. The tool warning count for the run is 61.

The cell occurring most often along the worst timing path is clkdlybuf4s50_1. The placement summary gives the final routability congestion estimate as approximately 0.87. The horizontal die dimension is 115 um.

The highest ir drop seen on vdd came out at approximately 45 uV. The critical path's slowest stage uses the library cell clkdlybuf4s50_1. The number of cells on the critical path is 9. The all-layer global routing usage is about a tenth.

The final routed DRC violation total came out at 0. The number of placed instances with taps included came out at around 440. The number of filler cells placed in the layout came out at between 900 and 1,000. The average wire per cell in the routed design is 15.3 um. The count of maximum capacitance violations came out at 0. The via count of the first global-routing pass is between 2,000 and 2,500. The worst path arrival time came out at approximately 3600 ps. The max-slew violation total from the final report is 0. The standard-cell row count came out at 34. The layout-stage area growth over the synthesis result is 22.7%. The leakage power is between 0.8 and 0.9 nW. The storage element area is 0 um^2. The share of the core filled by cells before placement came out at a little under a quarter. The worst setup path is launched from an input port. The normalized max-slew margin is a little under two thirds.

The die height came out at approximately 120 um. For the completed layout, the total cell area is recorded as about 0.0025 mm^2. According to the cell report, flip-flops and latches in the layout number 0.

The flow ran to the end, and the final reports show no timing, DRC or antenna violations. The final wirelength is around 6800 um. The Yosys chip area came out at about 0.0020 mm^2. Counting only logic cells after layout, the most numerous master is clkdlybuf4s50_1. The post-synthesis instance total is approximately 310. The synthesized area divided by synthesized cell count came out at roughly 6.5 um^2. The critical path endpoint has a required time of ~3800 ps. The final layout report lists a clock buffer count of 0. Setup repair after global routing left no endpoint under its margin. The peak per-stage delay on the critical path is between 500 and 600 ps.

The routed design ends up with an antenna cell count of 0. The layout summary lists the proportion of cells stronger than drive strength 1 as ~15%. Entering global routing, the biggest net connects 49 pins. The violation tally from detailed-route iteration zero came out at 207. In this run the cell area of the synthesized design comes to approximately 0.0020 mm^2. The placement-stage cell area is between 0.002 and 0.0025 mm^2.

According to the report, the first pass of detailed routing completed in 5 iterations. The portion of the post-synthesis area used by sequential elements came out at 0%. The final-report setup violation count is 0. The placed wire-length estimate after detailed placement is 4920 um. The total power after layout is about 0.26 mW. Traced cell by cell, the critical path runs through clkdlybuf4s50_1 > inv_1 > ha_1 > or3_1 > and4_1 > a31o_1 > o211a_1 > o221ai_2 > clkdlybuf4s50_1. In the Yosys report the total cell count is 310. The via density per instance is approximately 5.4.
==> metal layers <==
layer / track usage (%) / vias to the layer above / wire length, um
met5: 0 / - / 0
met3: 1.85 / 2 / 547
li1: - / 1207 / -
met4: 0.413 / 0 / 21
met2: 14.7 / 75 / 3080
met1: 15.0 / 1095 / 3110
==> power by group <==
part / leakage (nW) / internal [mW] / switching, mW / total [mW]
logic: 0.898 / 0.121 / 0.134 / 0.255
registers: 0 / 0 / 0 / 0
clock network: 0 / 0 / 0 / 0
total: 0.898 / 0.121 / 0.134 / 0.255
==> logic make-up (layout without fill, tap and decap cells) <==
kind of cell / after synthesis / after routing / synth area share (%)
adders and majority gates: 3 / 3 / 1.86
and+or+nand+nor: 121 / 121 / 31.3
buffers and inverters: 44 / 65 / 12.8
muxes: 7 / 7 / 3.60
AOI/OAI and AO/OA: 118 / 118 / 42.2
xor gates and xnor gates: 16 / 16 / 8.06
other: 1 / 4 / 0.186
==> worst min path at each step <==
stage                 start              endpoint  slack, ps  depth (start not counted)
after CTS             PC[3]  Instruction_Code[12]       2990                          5
after global routing  PC[3]  Instruction_Code[12]       3070                          5
final                 PC[3]  Instruction_Code[12]       2980                          5
==> layout make-up <==
class	instances	area [um^2]	share of cell area [%]
timing repair buffer	59	539	21.8
tap	108	135	5.46
multi-input combinational	269	1780	71.8
inverter	6	25.0	1.01
==> synthesized netlist by cell type (5+ instances only) <==
master    number  area, um^2
a21oi_1       30         150
nand2_1       25        93.8
nor2_1        25        93.8
buf_2         15        75.1
o21ai_0       15        75.1
buf_4         13        97.6
nand3_1       11        55.1
nor2b_1        9        56.3
xnor2_1        9        78.8
nor3_1         8        40.0
nand2b_1       7        43.8
o22ai_1        7        43.8
a32oi_1        6        52.6
clkbuf_1       5        18.8
mux2i_1        5        50.1
nand4_1        5        31.3
nor4_1         5        31.3
o211ai_1       5        37.5
==> metrics by stage <==
step	utilization, %	setup slack, ps
after detailed placement	28.2	103
after global placement	28.2	143
after global routing	28.3	15.0
after floorplan	-	1140
final	28.3	155
after CTS	28.2	105
==> what timing repair did <==
item	4_1_cts	5_1_grt
setup endpoints to repair	0	8
resized	0	3
hold buffers	0	0
Power figures rest on the tool's default switching activity, not on a simulated workload.
